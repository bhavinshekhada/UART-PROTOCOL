--- flow/design.v ---
module top (
    input               i_Clock,
    input               i_Rx_Serial,
    input [1:0]         baud_select, 
    output              o_Tx_Serial,
    input               o_Rx_DV,
    output reg          led_1,
    output reg          led_2,
    output reg          led_3,
    output reg          led_4
);
reg [27:0] counter_1s; 
reg [27:0] counter_2s; 
reg [27:0] counter_3s; 
reg [27:0] counter_4s; 
always @(posedge i_Clock) begin
    case (baud_select)
        2'b00:
        begin
        counter_1s <= counter_1s + 1; 
       if(counter_1s==2500000)
       counter_1s<=0;
        end
     2'b01: counter_2s <= counter_2s + 1; 
        2'b10: counter_3s <= counter_3s + 1; 
        2'b11: counter_4s <= counter_4s + 1; 
        default: counter_4s <= counter_4s + 1;
    endcase
end
always @(posedge i_Clock) 
begin
    if (o_Rx_DV == 1 && baud_select == 2'b00) 
    if (counter_1s == 2500000) begin 
 led_1 <= 1'b1; 
    end
    else if (o_Rx_DV == 1 && baud_select == 2'b01)
     if (counter_2s == 5000000) begin  
         led_2 <= 1'b1; 
        counter_2s <= 0;  
    end
    else if (o_Rx_DV == 1 && baud_select == 2'b10)
    if (counter_3s == 7500000) begin  
      led_3 <= 1'b1; 
        counter_3s <= 0;  
    end
    else  
    if (counter_4s == 10000000) begin  
         led_4 <= 1'b1;
        counter_4s <= 0;  
    end
          end
wire c;
wire [7:0] b;
utx t0 (.i_Clock(i_Clock),.i_Tx_DV(c), .i_Tx_Byte(b),.o_Tx_Serial(o_Tx_Serial),.baud_select(baud_select));
urx r0 (.i_Clock(i_Clock), .i_Rx_Serial(i_Rx_Serial),. o_Rx_DV(c),.o_Rx_Byte(b),.baud_select(baud_select));         
endmodule
`timescale  1 ns / 1 ps
module urx (
    input i_Clock,
    input i_Rx_Serial,
    output o_Rx_DV,
    output [7:0]  o_Rx_Byte,  
    input [1:0] baud_select  
);
parameter CLKS_PER_BIT_9600 = 1042;  
parameter CLKS_PER_BIT_19200 = 521;
parameter CLKS_PER_BIT_38400 = 261;
parameter CLKS_PER_BIT_57600 = 174;
  parameter s_IDLE         = 3'b000;
  parameter s_RX_START_BIT = 3'b001;
  parameter s_RX_DATA_BITS = 3'b010;
  parameter s_RX_STOP_BIT  = 3'b011;
  parameter s_CLEANUP      = 3'b100;
  reg           r_Rx_Data_R = 1'b1;
  reg           r_Rx_Data   = 1'b1;
  reg [10:0]     r_Clock_Count = 0;
  reg [2:0]     r_Bit_Index   = 0;  
  reg [7:0]     r_Rx_Byte     = 0;
  reg           r_Rx_DV       = 0;
  reg [2:0]     r_SM_Main     = 0;
reg [10:0] baud_rate_cycles = 0;  
  always @(posedge i_Clock)
    begin
case (baud_select)
        2'b00: baud_rate_cycles <= 11'd1042;
        2'b01: baud_rate_cycles <= CLKS_PER_BIT_19200;
        2'b10: baud_rate_cycles <= CLKS_PER_BIT_38400;
        2'b11: baud_rate_cycles <= CLKS_PER_BIT_57600;
        default: baud_rate_cycles <= CLKS_PER_BIT_9600;  
    endcase
      r_Rx_Data_R <= i_Rx_Serial;
      r_Rx_Data   <= r_Rx_Data_R;
    end
  always @(posedge i_Clock)
    begin
      case (r_SM_Main)
        s_IDLE :
          begin
            r_Rx_DV       <= 1'b0;
            r_Clock_Count <= 0;
            r_Bit_Index   <= 0;
            if (r_Rx_Data == 1'b0)           
              r_SM_Main <= s_RX_START_BIT;
            else
              r_SM_Main <= s_IDLE;
          end
        s_RX_START_BIT :
          begin
            if (r_Clock_Count == (baud_rate_cycles -1)/2)
              begin
                if (r_Rx_Data == 1'b0)
                  begin
                    r_Clock_Count <= 0;   
                    r_SM_Main     <= s_RX_DATA_BITS;
                  end
                else
                  r_SM_Main <= s_IDLE;
              end
            else
              begin
                r_Clock_Count <= r_Clock_Count + 1;
                r_SM_Main     <= s_RX_START_BIT;
              end
          end  
        s_RX_DATA_BITS :
          begin
            if (r_Clock_Count < baud_rate_cycles -1)
              begin
                r_Clock_Count <= r_Clock_Count + 1;
                r_SM_Main     <= s_RX_DATA_BITS;
              end
            else
              begin
                r_Clock_Count          <= 0;
                r_Rx_Byte[r_Bit_Index] <= r_Rx_Data;
                if (r_Bit_Index < 7)
                  begin
                    r_Bit_Index <= r_Bit_Index + 1;
                    r_SM_Main   <= s_RX_DATA_BITS;
                  end
                else
                  begin
                    r_Bit_Index <= 0;
                    r_SM_Main   <= s_RX_STOP_BIT;
                  end
              end
          end  
        s_RX_STOP_BIT :
          begin
            if (r_Clock_Count < baud_rate_cycles -1)
              begin
                r_Clock_Count <= r_Clock_Count + 1;
                r_SM_Main     <= s_RX_STOP_BIT;
              end
            else
              begin
                r_Rx_DV       <= 1'b1;
                r_Clock_Count <= 0;
                r_SM_Main     <= s_CLEANUP;
              end
          end  
        s_CLEANUP :
          begin
            r_SM_Main <= s_IDLE;
            r_Rx_DV   <= 1'b0;
          end
        default :
          r_SM_Main <= s_IDLE;
      endcase
    end   
  assign o_Rx_DV   = r_Rx_DV;
  assign o_Rx_Byte = r_Rx_Byte;
endmodule 
module utx (
    input i_Clock,
    input i_Tx_DV,
    input [7:0] i_Tx_Byte,
    output o_Tx_Active,
    output reg o_Tx_Serial,
    output o_Tx_Done,
    input [1:0] baud_select  
);
parameter CLKS_PER_BIT_9600 = 1042;  
parameter CLKS_PER_BIT_19200 = 521;
parameter CLKS_PER_BIT_38400 = 261;
parameter CLKS_PER_BIT_57600 = 174;
  parameter s_IDLE         = 3'b000;
  parameter s_TX_START_BIT = 3'b001;
  parameter s_TX_DATA_BITS = 3'b010;
  parameter s_TX_STOP_BIT  = 3'b011;
  parameter s_CLEANUP      = 3'b100;
  reg [2:0]    r_SM_Main     = 0;
  reg [10:0]    r_Clock_Count = 0;
  reg [2:0]    r_Bit_Index   = 0;
  reg [7:0]    r_Tx_Data     = 0;
  reg          r_Tx_Done     = 0;
  reg          r_Tx_Active   = 0;
reg [10:0] baud_rate_cycles = 0;  
  always @(posedge i_Clock)
    begin
       begin
    case (baud_select)
        2'b00: baud_rate_cycles <= 11'd1042;
        2'b01: baud_rate_cycles <= CLKS_PER_BIT_19200;
        2'b10: baud_rate_cycles <= CLKS_PER_BIT_38400;
        2'b11: baud_rate_cycles <= CLKS_PER_BIT_57600;
        default: baud_rate_cycles <= CLKS_PER_BIT_9600;  
  endcase
  end
      case (r_SM_Main)
        s_IDLE :
          begin
            o_Tx_Serial   <= 1'b1;          
            r_Tx_Done     <= 1'b0;
            r_Clock_Count <= 0;
            r_Bit_Index   <= 0;
            if (i_Tx_DV == 1'b1)
              begin
                r_Tx_Active <= 1'b1;
                r_Tx_Data   <= i_Tx_Byte;
                r_SM_Main   <= s_TX_START_BIT;
              end
            else
              r_SM_Main <= s_IDLE;
          end  
        s_TX_START_BIT :
          begin
            o_Tx_Serial <= 1'b0;
            if (r_Clock_Count < baud_rate_cycles-1)
              begin
                r_Clock_Count <= r_Clock_Count + 1;
                r_SM_Main     <= s_TX_START_BIT;
              end
            else
              begin
                r_Clock_Count <= 0;
                r_SM_Main     <= s_TX_DATA_BITS;
              end
          end  
        s_TX_DATA_BITS :
          begin
            o_Tx_Serial <= r_Tx_Data[r_Bit_Index];
            if (r_Clock_Count < baud_rate_cycles-1)
              begin
                r_Clock_Count <= r_Clock_Count + 1;
                r_SM_Main     <= s_TX_DATA_BITS;
              end
            else
              begin
                r_Clock_Count <= 0;
                if (r_Bit_Index < 7)
                  begin
                    r_Bit_Index <= r_Bit_Index + 1;
                    r_SM_Main   <= s_TX_DATA_BITS;
                  end
                else
                  begin
                    r_Bit_Index <= 0;
                    r_SM_Main   <= s_TX_STOP_BIT;
                  end
              end
          end  
        s_TX_STOP_BIT :
          begin
            o_Tx_Serial <= 1'b1;
            if (r_Clock_Count < baud_rate_cycles-1)
              begin
                r_Clock_Count <= r_Clock_Count + 1;
                r_SM_Main     <= s_TX_STOP_BIT;
              end
            else
              begin
                r_Tx_Done     <= 1'b1;
                r_Clock_Count <= 0;
                r_SM_Main     <= s_CLEANUP;
                r_Tx_Active   <= 1'b0;
              end
          end  
        s_CLEANUP :
          begin
            r_Tx_Done <= 1'b1;
            r_SM_Main <= s_IDLE;
          end
        default :
          r_SM_Main <= s_IDLE;
      endcase
    end
  assign o_Tx_Active = r_Tx_Active;
  assign o_Tx_Done   = r_Tx_Done;
endmodule 
--- flow/run.sh ---
#!/bin/bash
# OpenROAD 26Q1-2900-gdf79404cd8, Yosys 0.63+post, stock flow scripts
make -C /OpenROAD-flow-scripts/flow DESIGN_CONFIG=/design/flow/config.mk WORK_HOME=/design/flow/orfs finish
--- flow/config.mk ---
export PLATFORM = sky130hd
export DESIGN_NAME = top
export DESIGN_NICKNAME = top
export VERILOG_FILES = /design/flow/design.v
export SDC_FILE = /design/flow/constraint.sdc
export NUM_CORES = 4
export LEC_CHECK = 1
export CORE_UTILIZATION = 50
--- flow/constraint.sdc ---
current_design top

set clk_period 6.5
set clk_io_pct 0.2

create_clock -name clk0 -period $clk_period [get_ports {i_Clock}]

set non_clock_inputs [all_inputs -no_clocks]
set_input_delay [expr $clk_period * $clk_io_pct] -clock clk0 $non_clock_inputs
set_output_delay [expr $clk_period * $clk_io_pct] -clock clk0 [all_outputs]
==> flow_summary.json <==
{
  "final_core_util_pct": 55.38,
  "h-tree-depth": 3,
  "cp.required_ps": 6470,
  "dpl.hpwl_mm": 4.820,
  "viasPerCell": 5.307,
  "fin_tns_setup_ps": 0,
  "pre_cts_slack_ps": 3078,
  "irDropWorstVdd_mv": 0.2007,
  "skew_ps": 11.01,
  "syn-cell-area_mm2": 0.003729,
  "tool_warnings": 33,
  "setup_viol": 0,
  "slowest_stage": "nor2_1",
  "grt_setup_unrepaired": "no",
  "syn_area_per_cell_um2": 10.39,
  "grt_max_degree": 15,
  "gr-total-overflow": 0,
  "synth.most_common_cell": "edfxtp_1",
  "post-route-period-util_pct": 52.89,
  "routed-via-count": 2489,
  "top_level_ports": 10,
  "hold_violations": 0,
  "clk_latency_ps": 340,
  "drv_cap": 0,
  "synth-edff-count": 46,
  "num_antenna_cells": 0,
  "tightest_slew_ps": 685.9,
  "yosysWarnings": 87,
  "p_leak_nw": 1.526,
  "top_area_cell": "edfxtp_1",
  "clock_sinks": 62,
  "cts_hold_buffers": 0,
  "post_dp_cell_area_mm2": 0.003822,
  "cts_root_buffer": "clkbuf_8",
  "rows": 31,
  "dieArea_mm2": 0.007807,
  "cts_tree": "built",
  "grt_pass1_wl_mm": 10.93,
  "cts_setup_buffers": 0,
  "area_growth_pct": 7.148,
  "antenna_found_initial": 0,
  "slew_violations": 0,
  "cpMostUsedCell": "ha_1",
  "path_cells": "inv_1 > ha_1 > nor3b_2 > nand3b_1 > xor2_1 > ha_1 > o211ai_1 > nor3_1 > a32oi_1 > a21o_1 > nor2_1",
  "drive_gt1_share_pct": 11.62,
  "ys_cells": 359,
  "hold_class": "reg -> reg",
  "yosysChipArea_mm2": 0.003729,
  "ys_seq_share_pct": 45.64,
  "power_mw": 1.583,
  "port_buffers": 4,
  "startpoint_type": "flop",
  "relSlewSlack_pct": 53.92,
  "dp_cells": 453,
  "die_h_um": 88.36,
  "crit_type": "reg -> reg",
  "grt_usage_pct": 18.94,
  "wirelength_mm": 6.477,
  "ant_nets": 0,
  "top_area_share_pct": 37.05,
  "status": "finished, final reports clean",
  "synthTopCellsByArea": "edfxtp_1 (37%), ha_1 (10%), dfxtp_1 (8.6%)",
  "endpoint_kind": "flop",
  "grt_pass1_vias": 2276,
  "yosys-top-cells-count": "edfxtp_1 (46), nor2_1 (33), ha_1 (31), nand2_1 (31)",
  "power_density_mw_per_mm2": 396.2,
  "worstPathMaxFanout": 8,
  "ys.flop_type": "edfxtp_1",
  "hold_ws_ps": 337.6,
  "cts_max_path_buffers": 2,
  "instances_no_fill": 469,
  "first_iter_violations": 78,
  "first_pass_iters": 4,
  "netlist_instances": 359,
  "async_reset_ff_share_pct": 0,
  "wl_per_cell_um": 13.81,
  "ys.flops": 62,
  "routabilityCongestion": 0.8776,
  "core_util_floorplan_pct": 51.68,
  "yosysUniqueCellTypes": 58,
  "max_freq_mhz": 290.9,
  "fin_crit_ps": 3438,
  "final_area_mm2": 0.003995,
  "max_stage_delay_ps": 550,
  "cts_made_buffers": 9,
  "cts.reportedPaths.clkPinSlew_ps": 70,
  "core_area_mm2": 0.007214,
  "layout_setup_ws_ps": 3062,
  "arrival_ps": 3410,
  "remaining_drc_errors": 0,
  "die_w_um": 88.36,
  "cts_resized": 0
}
state kept, by name (all words and copies together) (netlist names):
register,cells
r0.r_Bit_Index,3
r0.baud_rate_cycles,8
r0.r_Rx_Data,1
t0.o_Tx_Serial,1
t0.r_SM_Main,3
r0.r_Rx_Byte,8
t0.r_Bit_Index,3
t0.r_Tx_Data,8
r0.r_Clock_Count,11
r0.r_Rx_Data_R,1
r0.r_Rx_DV,1
t0.r_Clock_Count,11
r0.r_SM_Main,3
logic make-up after synthesis:
kind of cell / after synthesis / synth area share, %
XOR/XNOR: 31 / 7.282
flip-flops: 62 / 45.64
AND-OR/OR-AND: 58 / 10.74
other: 1 / 0.1006
AND/OR/NAND/NOR: 138 / 19.03
buffers and inverters: 31 / 4.194
multiplexers: 7 / 2.617
adder cells (fa/ha/maj): 31 / 10.40
layout make-up:
type | count | area (µm²)
flip-flops and latches | 62 | 1702
multi-input cells | 269 | 1882
inverters | 18 | 67.56
repair buffers | 5 | 47.55
well taps | 99 | 123.9
fillers | 619 | 3219
clock inverters | 7 | 48.80
clock buffers | 9 | 123.9
final timing paths:
check / start / end / depth (start not counted) / slack [ps]
worst max-delay path: r0.baud_rate_cycles[0] / r0.r_Rx_Byte[4] / 11 / 3060
worst min-delay path: r0.r_Rx_Data_R / r0.r_Rx_Data / 0 / 340
worst max register to register: r0.baud_rate_cycles[0] / r0.r_Rx_Byte[4] / 11 / 3060
worst min register to register: r0.r_Rx_Data_R / r0.r_Rx_Data / 0 / 340
cells in the final DEF (no fill, tap or decap), types with 2 or more instances in the layout:
cell type and n:
ha_1 31, or3_1 3, clkbuf_8 9, clkdlybuf4s50_1 4
nand2_1 31, a22o_1 2, mux2i_1 3, o21ai_0 17
and3_1 4, mux4_2 2, a21oi_1 10, nor2_2 10
mux2_2 2, nor3_1 10, inv_1 18, nand2b_1 2
edfxtp_1 46, xnor2_1 19, nor2b_1 4, a211oi_1 4
nand4_1 5, o2111ai_1 2, a311o_1 2, o21a_1 2
xor2_1 12, clkinvlp_4 4, a21o_1 4, dfxtp_1 16
o211ai_1 4, nor2_1 33, conb_1 4, or2_2 3
nand3_1 19, nand3b_1 2, clkinv_2 2
routing by layer:
metal	track usage, %	share of wire [%]	up-vias
met2	26.57	41	32
met3	3.406	2.7	11
li1	-	-	1303
met1	33.19	54	1143
met5	0	0	-
met4	2.639	1.6	0
report_power, final:
| group | internal [mW] | switching (mW) | leakage, nW |
|---|---|---|---|
| Sequential | 0.566 | 0.153 | 0.603 |
| Combinational | 0.272 | 0.296 | 0.845 |
| Clock | 0.138 | 0.159 | 0.0776 |
| Total | 0.975 | 0.607 | 1.53 |
critical path, delay by kind of cell (launching register included):
family                   cells  cell delay, ps
XOR/XNOR                     1             240
AND/OR/NAND/NOR              4            1410
flip-flops                   1             360
adder cells (fa/ha/maj)      2             500
buffers and inverters        1              80
AND-OR/OR-AND                3             460
Power figures rest on the tool's default switching activity, not on a simulated workload.
